==> flow/design.v <==
module Instruction_Memory(
  input [63:0] Inst_Address,
  output [31:0] Instruction
);
  reg [7:0] IMem [159:0] ;
  initial begin
    IMem[159] = 8'b11111100;
    IMem[158] = 8'b10110000;
    IMem[157] = 8'b11000010;
    IMem[156] = 8'b11100011;
    IMem[155] = 8'b00000000;
    IMem[154] = 8'b01000000;
    IMem[153] = 8'b10000000;
    IMem[152] = 8'b10010011;
    IMem[151] = 8'b00000000;
    IMem[150] = 8'b01000011;
    IMem[149] = 8'b00100010;
    IMem[148] = 8'b00100011;
    IMem[147] = 8'b11111110;
    IMem[146] = 8'b01110010;
    IMem[145] = 8'b01000110;
    IMem[144] = 8'b11100011;
    IMem[143] = 8'b00000000;
    IMem[142] = 8'b01010000;
    IMem[141] = 8'b01010100;
    IMem[140] = 8'b01100011;
    IMem[139] = 8'b00000000;
    IMem[138] = 8'b00000011;
    IMem[137] = 8'b00100011;
    IMem[136] = 8'b10000011;
    IMem[135] = 8'b00000000;
    IMem[134] = 8'b10100010;
    IMem[133] = 8'b10000011;
    IMem[132] = 8'b00110011;
    IMem[131] = 8'b11111111;
    IMem[130] = 8'b11000010;
    IMem[129] = 8'b10000010;
    IMem[128] = 8'b10010011;
    IMem[127] = 8'b00000000;
    IMem[126] = 8'b01110011;
    IMem[125] = 8'b00100010;
    IMem[124] = 8'b00100011;
    IMem[123] = 8'b00000000;
    IMem[122] = 8'b01110010;
    IMem[121] = 8'b01011110;
    IMem[120] = 8'b01100011;
    IMem[119] = 8'b00000010;
    IMem[118] = 8'b01010000;
    IMem[117] = 8'b01010000;
    IMem[116] = 8'b01100011;
    IMem[115] = 8'b00000000;
    IMem[114] = 8'b00000011;
    IMem[113] = 8'b00100011;
    IMem[112] = 8'b10000011;
    IMem[111] = 8'b00000000;
    IMem[110] = 8'b10100010;
    IMem[109] = 8'b10000011;
    IMem[108] = 8'b00110011;
    IMem[107] = 8'b11111111;
    IMem[106] = 8'b11000000;
    IMem[105] = 8'b10000010;
    IMem[104] = 8'b10010011;
    IMem[103] = 8'b00000000;
    IMem[102] = 8'b00000001;
    IMem[101] = 8'b10100010;
    IMem[100] = 8'b00000011;
    IMem[99] = 8'b00000000;
    IMem[98] = 8'b10100000;
    IMem[97] = 8'b10000001;
    IMem[96] = 8'b10110011;
    IMem[95] = 8'b00000000;
    IMem[94] = 8'b10100000;
    IMem[93] = 8'b11000010;
    IMem[92] = 8'b01100011;
    IMem[91] = 8'b00000000;
    IMem[90] = 8'b01000000;
    IMem[89] = 8'b00000000;
    IMem[88] = 8'b10010011;
    IMem[87] = 8'b00000010;
    IMem[86] = 8'b10010101;
    IMem[85] = 8'b00100010;
    IMem[84] = 8'b00100011;
    IMem[83] = 8'b00000100;
    IMem[82] = 8'b10110000;
    IMem[81] = 8'b00000100;
    IMem[80] = 8'b10010011;
    IMem[79] = 8'b00000010;
    IMem[78] = 8'b10010101;
    IMem[77] = 8'b00100000;
    IMem[76] = 8'b00100011;
    IMem[75] = 8'b00000001;
    IMem[74] = 8'b11110000;
    IMem[73] = 8'b00000100;
    IMem[72] = 8'b10010011;
    IMem[71] = 8'b00000000;
    IMem[70] = 8'b10010101;
    IMem[69] = 8'b00101110;
    IMem[68] = 8'b00100011;
    IMem[67] = 8'b00000100;
    IMem[66] = 8'b00100000;
    IMem[65] = 8'b00000100;
    IMem[64] = 8'b10010011;
    IMem[63] = 8'b00000000;
    IMem[62] = 8'b10010101;
    IMem[61] = 8'b00101100;
    IMem[60] = 8'b00100011;
    IMem[59] = 8'b00000100;
    IMem[58] = 8'b01110000;
    IMem[57] = 8'b00000100;
    IMem[56] = 8'b10010011;
    IMem[55] = 8'b00000000;
    IMem[54] = 8'b10010101;
    IMem[53] = 8'b00101010;
    IMem[52] = 8'b00100011;
    IMem[51] = 8'b00000010;
    IMem[50] = 8'b11100000;
    IMem[49] = 8'b00000100;
    IMem[48] = 8'b10010011;
    IMem[47] = 8'b00000000;
    IMem[46] = 8'b10010101;
    IMem[45] = 8'b00101000;
    IMem[44] = 8'b00100011;
    IMem[43] = 8'b00000110;
    IMem[42] = 8'b00100000;
    IMem[41] = 8'b00000100;
    IMem[40] = 8'b10010011;
    IMem[39] = 8'b00000000;
    IMem[38] = 8'b10010101;
    IMem[37] = 8'b00100110;
    IMem[36] = 8'b00100011;
    IMem[35] = 8'b00000011;
    IMem[34] = 8'b11110000;
    IMem[33] = 8'b00000100;
    IMem[32] = 8'b10010011;
    IMem[31] = 8'b00000000;
    IMem[30] = 8'b10010101;
    IMem[29] = 8'b00100100;
    IMem[28] = 8'b00100011;
    IMem[27] = 8'b00000101;
    IMem[26] = 8'b11100000;
    IMem[25] = 8'b00000100;
    IMem[24] = 8'b10010011;
    IMem[23] = 8'b00000000;
    IMem[22] = 8'b10010101;
    IMem[21] = 8'b00100010;
    IMem[20] = 8'b00100011;
    IMem[19] = 8'b00000011;
    IMem[18] = 8'b11100000;
    IMem[17] = 8'b00000100;
    IMem[16] = 8'b10010011;
    IMem[15] = 8'b00000000;
    IMem[14] = 8'b10010101;
    IMem[13] = 8'b00100000;
    IMem[12] = 8'b00100011;
    IMem[11] = 8'b00000001;
    IMem[10] = 8'b00100000;
    IMem[9]  = 8'b00000100;
    IMem[8]  = 8'b10010011;
    IMem[7]  = 8'b00000010;
    IMem[6]  = 8'b10000000;
    IMem[5]  = 8'b00000101;
    IMem[4]  = 8'b10010011;
    IMem[3]  = 8'b00000000;
    IMem[2]  = 8'b00000000;
    IMem[1]  = 8'b00000101;
    IMem[0]  = 8'b00010011;
  end
  assign Instruction[31:0] = {IMem[Inst_Address+2'b11], IMem[Inst_Address+2'b10], IMem[Inst_Address+1'b1], IMem[Inst_Address]};
endmodule
==> flow/run.sh <==
#!/bin/bash
# OpenROAD 26Q1-2900-gdf79404cd8, Yosys 0.63+post, stock flow scripts
make -C /OpenROAD-flow-scripts/flow DESIGN_CONFIG=/design/flow/config.mk WORK_HOME=/design/flow/orfs finish
==> flow/config.mk <==
export PLATFORM = sky130hd
export DESIGN_NAME = Instruction_Memory
export DESIGN_NICKNAME = Instruction_Memory
export VERILOG_FILES = /design/flow/design.v
export SDC_FILE = /design/flow/constraint.sdc
export NUM_CORES = 4
export LEC_CHECK = 1
export CORE_UTILIZATION = 50
==> flow/constraint.sdc <==
current_design Instruction_Memory

set clk_period 5.5
set clk_io_pct 0.2

create_clock -name clk0 -period $clk_period

set non_clock_inputs [all_inputs -no_clocks]
set_input_delay [expr $clk_period * $clk_io_pct] -clock clk0 $non_clock_inputs
set_output_delay [expr $clk_period * $clk_io_pct] -clock clk0 [all_outputs]
==> deck_impl_summary.md <==
Flow Results at a Glance

Synthesis
  – Compound-Gate Fraction of Synth Area: 45.65%
  – Post-synth top cells: 111 x nand2_1, 87 x o21ai_0, 84 x nor2_1
  – Most common cell in the netlist: nand2_1
  – Largest area contributor in the netlist: o21ai_0
  – Yosys xor share: 6.287%
  – Synth Area per Inst: 6.164 µm²
  – Simple-Gate Area Share: 26.53%
  – Adder share: 3.493%
  – Chip Area, Yosys: 6090 µm²
  – Yosys top cell area share: 7.150%
  – Count of cell types in the netlist: 73
  – Mux share: 8.527%
  – Syn Inst Count: 988
  – Cell area after synthesis: 6090 µm²
  – Post-synth seq share: 0%
  – Post-synth area hogs: o21ai_0 7.2%, nand2_1 6.8%, a21oi_1 6.3%
  – Yosys warns: 1
  – Top logic family: AND-OR/OR-AND gates
  – Yosys cell count: 988

Critical path
  – CP Launch Type: primary input
  – Crit path max-delay cell type: clkinv_1
  – Crit path DRT: 4.40 ns
  – Crit-path cells: buf_2 -> inv_2 -> ha_1 -> clkinv_1 -> nor2_1 -> a31oi_1 -> or3_1 -> o311a_1 -> o31ai_1 -> clkdlybuf4s50_1
  – Worst path max stage delay: 0.57 ns
  – Crit-path max FO: 15
  – CP Capture Type: output pin
  – WS Path Type: primary input to output pin
  – Worst EP arrival: 4.15 ns

Final layout
  – Share of layout cells above drive strength 1: 14.99%
  – Seq Cell Count: 0
  – Fillers: 1,097
  – # clk buffers: 0
  – Non-Filler Instances: 1,157
  – Design Area, Final: 7009 µm²
  – Layout area overhead: 15.10%
  – Register area: 0 µm²

Global routing
  – First-pass GRT wire length: 39,850 µm
  – Global route overflow: 0
  – Largest net degree at the start of global routing: 58
  – M2 GR Usage: 58.72%
  – Vias in the first global route: 7,302
  – Initial antenna violation count: 0
  – GR Util met1: 58.71%
  – All-Layer GR Usage: 39.73%
  – GR met3 Demand/Resource: 6.714%
  – Most Crowded Layer GR: met2

Routing
  – Drt via density: 7.156
  – Vias: 8,279
  – Routed wire per std cell: 21.73 µm
  – Routed wire length: 25,140 µm
  – Remaining DRCs: 0
  – DRT antenna net count: 0
  – Initial DRT Pass Iterations: 6
  – DRT iter0 DRCs: 1,177
  – Diode count: 0

Die
  – FP Core Util: 52.22%
  – DIE WIDTH: 112.4 µm
  – Core box area: 11,660 µm²
  – I/O pin total: 96
  – Vert. Die Dim: 112.4 µm
  – DIE AREA: 12,620 µm²
  – Rows: 39

Timing
  – Minimum clock period: 5.251 ns
  – Final hold violation count: 0
  – Setup ws final: 0.2487 ns
  – Worst-Margin Slew: 0.7188 ns
  – Fmax: 190.4 MHz
  – Final Cycle Share: 95.48%
  – Unrepaired setup endpoints after global routing: no
  – Final slew viol count: 0
  – Slew HR: 51.90%
  – Final setup fails: 0

Worst hold path
  – Worst hold path type: primary input to output pin
  – Hold path startpoint: Inst_Address[3]
  – Hold worst-path end: Instruction[1]
  – WHS Path Cells: 5

Placement
  – Port bufs: 40
  – DP Area: 6990 µm²
  – Pre-CTS setup slack: -0.02195 ns
  – DP Cell Count: 1,157
  – Gpl congestion: 1.036
  – Hpwl dp: 17,990 µm

Power
  – Max IR drop VDD: 0.00006769 V
  – Power Density: 121.9 nW/µm²
  – Leak: 2.665 nW

Job
  – Max-cap violations: 0
  – Tool warnings: 101

Outcome
  – Status: finished, final reports clean

Clock network
  – Hold_buf cts: 0
  – Post-CTS setup buffers: 0
## power by group
part / internal, mW / switching, mW / leakage [nW]
sequential: 0 / 0 / 0
clock: 0 / 0 / 0
combinational: 0.363 / 0.491 / 2.66
## stage by stage
step | setup TNS [ns] | hold WS (ns) | total power, mW | util (%)
final | 0 | 3.229 | 0.8545 | 60.10
after floorplan | 0 | 2.417 | 0.5332 | -
after CTS | 0 | 3.207 | 0.8302 | 60.05
after global routing | 0 | 3.303 | 0.9181 | 60.10
after global placement | -0.02990 | 3.195 | 0.8225 | 59.94
after detailed placement | -0.03527 | 3.189 | 0.8240 | 59.94
## cell families (layout without fill, tap and decap cells)
kind of cell    Yosys count  in the layout
compound gates          414            414
simple gates            345            345
buf+inv                 136            162
mux                      40             40
xor+xnor                 36             36
fa+ha+maj                17             17
## cell type report
| cell class | count | area (µm²) | share of cell area (%) |
|---|---|---|---|
| Tap cell | 143 | 178.9 | 2.553 |
| Inverter | 16 | 60.06 | 0.8568 |
| Timing Repair Buffer | 146 | 1240 | 17.69 |
| Multi-Input combinational cell | 852 | 5530 | 78.90 |
## critical path: cells and delay by family
kind	cells	cell delay, ns
compound gates	3	0.44
fa+ha+maj	1	0.32
buf+inv	4	1.54
simple gates	2	0.74
## what timing repair did
action | CTS | global route
gates resized | 2 | 3
endpoints found under the setup margin | 2 | 22
cloned | 0 | 0
## cell usage in the layout, fill, tap and decap left out, types with 29 or more instances in the layout
cell type          n
a211oi_1          31
a21oi_1           77
a31oi_1           29
buf_4            100
clkdlybuf4s50_1   34
nand2_1          111
nand3_1           31
nor2_1            84
nor3_1            29
o21ai_0           87
## routing by layer
metal / wire (µm) / part of all wire, %
met4: 961 / 3.8
met2: 10590 / 42
met3: 3262 / 13
met1: 10330 / 41
met5: 0 / 0
## worst max path at each step
stage                from         endpoint  slack [ns]  cells past startpoint
4_1_cts   Inst_Address[1]  Instruction[10]        0.04                     11
5_1_grt   Inst_Address[0]  Instruction[22]        0.11                     10
6_report  Inst_Address[0]  Instruction[22]        0.25                     10
No activity file was given, so power comes from the tool's default toggle rates.
