[flow/config.mk]
export PLATFORM = sky130hd
export DESIGN_NAME = ALU_64_bit
export DESIGN_NICKNAME = ALU_64_bit
export VERILOG_FILES = /design/flow/design.v
export SDC_FILE = /design/flow/constraint.sdc
export NUM_CORES = 4
export LEC_CHECK = 1
export CORE_UTILIZATION = 40
[flow/run.sh]
#!/bin/bash
# OpenROAD 26Q1-2900-gdf79404cd8, Yosys 0.63+post, stock flow scripts
make -C /OpenROAD-flow-scripts/flow DESIGN_CONFIG=/design/flow/config.mk WORK_HOME=/design/flow/orfs finish
[flow/design.v]
module ALU_64_bit(
  input [63:0] a,
  input [63:0] b,
  input [3:0]ALUOp,
  output reg Zero,
  output reg [63:0] Result,
  output reg Pos
);
  always @(*) begin
    if (ALUOp == 4'b0000) begin
     Result = a & b;
  end
    else if (ALUOp == 4'b0001) begin
     Result = a | b;
  end
    else if (ALUOp == 4'b0010) begin
     Result = a + b;
  end
    else if (ALUOp == 4'b0110) begin
     Result = a - b;
  end
    else if (ALUOp == 4'b1100) begin
      Result = ~(a|b);
  end
    if (Result == 0)
      Zero = 1;
    else
      Zero = 0;
    Pos <= ~Result[63];
  end
endmodule
[flow/constraint.sdc]
current_design ALU_64_bit

set clk_period 35.6
set clk_io_pct 0.2

create_clock -name clk0 -period $clk_period

set non_clock_inputs [all_inputs -no_clocks]
set_input_delay [expr $clk_period * $clk_io_pct] -clock clk0 $non_clock_inputs
set_output_delay [expr $clk_period * $clk_io_pct] -clock clk0 [all_outputs]
==> reports/qor.yml <==
status:
  outcome: "completed"
synth:
  synthAoiAreaFrac_pct: 37.96
  yosysWarningCount: 2
  area_leaders: "sky130_fd_sc_hd__ha_1 (18%), sky130_fd_sc_hd__a21oi_1 (9.2%), sky130_fd_sc_hd__dlxtn_1 (7.3%), sky130_fd_sc_hd__nor2_1 (6.2%), sky130_fd_sc_hd__inv_1 (5.5%)"
  synth-edff-count: 0
  yosysCellCount: 2011
  synth_cell_types: 91
  synth_top_area_share_pct: 18.21
  synth_adder_area_share_pct: 18.51
  yosysChipArea_um2: 13130
  mappedNetlistArea_um2: 13130
  asyncSetResetFlopFracSynth_pct: 0
  synth-simple-area-share_pct: 23.07
  mux_share_pct: 0.5338
  post-synth-top-area-cell: "sky130_fd_sc_hd__ha_1"
  synth-main-ff-cell: "sky130_fd_sc_hd__dlxtn_1"
  synthCells: 2011
  synth.cellmix.xorXnorShare_pct: 3.269
  yosys-dominant-comb-family: "AND-OR/OR-AND gates"
  synth-seq-cells: 64
  syn_area_per_cell_um2: 6.527
floorplan:
  core_area_um2: 31880
  fp_util_pct: 41.17
  core.rowCount: 65
  die_area_um2: 33540
  die_h_um: 183.2
  chip_width_um: 183.2
  number_of_top_level_design_ports: 198
worst_setup_path:
  cp_slowest_stage_delay_ns: 0.71
  crit_arrival_ns: 13.20
  worst_path_max_delay_cell: "sky130_fd_sc_hd__nor4_1"
  worstPathMaxFanout: 11
  timing_worst_setup_path_type: "in -> out"
  critical_path.cell_chain: "clkdlybuf4s50_1, inv_1, ha_1, inv_1, a21oi_1, o2111ai_1, nor3_2, o21a_1, o21ai_1, a21o_1, a2111oi_0, a211oi_1, or4b_1, nor4_1, nand4b_1, nor3_2, clkdlybuf4s50_1"
  crit_path_start_kind: "primary input"
  worst_setup_path_end_kind: "output pin"
  timing.critical_path.required_ns: 28.48
clock_tree:
  hold_buffers: 0
  ctsResizeCount: 0
  buffer_count_from_post_cts_setup_fixing: 0
job:
  maxCapViolations: 0
  tool_warnings: 159
final_layout:
  syn2layout_area_growth_pct: 17.28
  final_area_um2: 15390
  layout.cells.non_filler: 2557
  final_layout_size_suffix_gt1_share_pct: 3.725
  layout_top_cells: "sky130_fd_sc_hd__a21oi_1 (242), sky130_fd_sc_hd__nor2_1 (213), sky130_fd_sc_hd__clkdlybuf4s50_1 (197), sky130_fd_sc_hd__inv_1 (192), sky130_fd_sc_hd__ha_1 (191)"
  lay_top_count: "sky130_fd_sc_hd__a21oi_1"
  largest_register_ffs: 64
pwr:
  swShare_pct: 61.35
  finalPower_mw: 0.2684
  p_seq_share_pct: 5.1
  power-per-cell-area_nw_per_um2: 17.44
  power.static_leakage_nw: 6.475
  power.ir.vdd_worst_uv: 7.234
  power_report.internal_total_mw: 0.1037
  power_frac_clock_pct: 0
  switching_power_mw: 0.1647
  p_comb_share_pct: 94.9
global_route:
  global_route.overflow_total: 0
  grt_first_pass_wirelength_um: 95800
  grt_use_met2_pct: 58.14
  groute.usage.overall_pct: 38.81
  grt_antenna_before_repair: 1
  grt_start_max_net_pins: 47
  gr-usage-met1_pct: 55.99
  first_global_vias: 14989
  busiest_layer: "met2"
  global_route.usage.met3_pct: 7.429
timing:
  timing.final.hold_violations: 0
  post-route-min-period_ns: 20.32
  final.setup.tns_ns: 0
  worst_slack_ns: 15.28
  max_slew_margin_pct: 22.46
  finalSetupViolations: 0
  fin_crit_sh_pct: 57.09
  unclocked_regs: 64
  max_clock_freq_ghz: 0.04920
  rsz0062_at_grt: "false"
  worstMarginPinSlew_ns: 1.153
  maxSlewViolCount: 0
  unconstrained_endpoints: 128
placed_design:
  numPortBuffers: 198
  dp_cells: 2556
  placed_area_um2: 15390
  weighted_congestion_reported_at_the_end_of_routability_driven_placement: 1.120
  pre_cts_slack_ns: 15.38
  post-dp-hpwl_um: 52160
route:
  routed-via-count: 16298
  drt_pre_antenna_iters: 6
  avgViaCountPerCell: 6.374
  finalWirelength_um: 65310
  ant_nets: 0
  detailedRoute.firstIterationViolations: 1641
  number_of_design_rule_violations_left_after_detail_routing: 0
  route.detailed.wl_per_inst_um: 25.54
worst_hold_path:
  hold_path_class: "in -> out"
metal layers:
metal  up-vias  part of all wire [%]
li1       7572                     -
met1      7607                    44
met2       967                    42
met3       150                   9.6
met4         2                   4.0
met5         -                 0.018
worst max-delay path: cells and delay by family:
kind                       cells  cell delay [ns]
and+or+nand+nor                5             2.27
buffers and inverters          4             1.31
adders and majority gates      1             0.54
AOI/OAI and AO/OA              7             1.96
cells in the mapped netlist, types with 39 or more instances:
master	number
sky130_fd_sc_hd__o21ai_0	111
sky130_fd_sc_hd__inv_1	192
sky130_fd_sc_hd__nor2_1	216
sky130_fd_sc_hd__o31ai_1	39
sky130_fd_sc_hd__xnor2_1	46
sky130_fd_sc_hd__nand2_1	161
sky130_fd_sc_hd__ha_1	191
sky130_fd_sc_hd__clkbuf_1	70
sky130_fd_sc_hd__a21oi_1	242
sky130_fd_sc_hd__nor3_1	48
sky130_fd_sc_hd__dlxtn_1	64
sky130_fd_sc_hd__nand4_1	47
cell type report:
cell class	count	area [um2]
Multi-Input combinational cell	1636	10970
Tap cell	435	544.3
Timing Repair Buffer	226	2190
Inverter	195	732.0
Sequential cell	64	960.9
Fill cell	3279	16490
Antenna cell	1	2.502
path summary, 6_finish.rpt:
path                 start    to  slack, ns  cells past startpoint
setup / recovery     b[10]  Zero      15.28                     17
hold / removal    ALUOp[0]  Zero      15.57                      8
power by group through the flow:
stage / Clock, mW / Combinational [mW] / Sequential (mW)
finish: 0.00000000657 / 0.255 / 0.0137
global route: 0 / 0.272 / 0.0143
CTS: 0 / 0.247 / 0.0138
metrics by stage:
step | hold slack, ns | util [%]
floorplan | 14.64 | -
global placement | 15.58 | 48.28
detailed placement | 15.57 | 48.28
CTS | 15.58 | 48.28
global route | 15.72 | 48.28
finish | 15.57 | 48.29
cell families after synthesis:
| logic type | Yosys count |
|---|---|
| AOI/OAI and AO/OA | 751 |
| xor gates and xnor gates | 49 |
| muxes | 7 |
| buffers and inverters | 311 |
| latches | 64 |
| adders and majority gates | 193 |
| and+or+nand+nor | 636 |
Power is estimated from default activity; no workload was simulated.
